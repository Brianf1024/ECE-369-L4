===== /design/flow/config.mk =====
export PLATFORM = sky130hd
export DESIGN_NAME = RegisterFile
export DESIGN_NICKNAME = RegisterFile
export VERILOG_FILES = /design/flow/design.v
export SDC_FILE = /design/flow/constraint.sdc
export NUM_CORES = 4
export LEC_CHECK = 1
export CORE_UTILIZATION = 40

===== /design/flow/constraint.sdc =====
current_design RegisterFile

set clk_period 6.4
set clk_io_pct 0.2

create_clock -name clk0 -period $clk_period [get_ports {Clk}]

set non_clock_inputs [all_inputs -no_clocks]
set_input_delay [expr $clk_period * $clk_io_pct] -clock clk0 $non_clock_inputs
set_output_delay [expr $clk_period * $clk_io_pct] -clock clk0 [all_outputs]

===== /design/flow/design.v =====
`timescale 1ns / 1ps
module RegisterFile(ReadRegister1, ReadRegister2, WriteRegister, WriteData, RegWrite, Clk, ReadData1, ReadData2);
    input [4:0] ReadRegister1, ReadRegister2, WriteRegister;
    input [31:0] WriteData;
    input RegWrite, Clk;
    output reg [31:0] ReadData1, ReadData2;
    reg [31:0] registers [0:31];  
    always @(posedge Clk) begin
        if (RegWrite) begin
            registers[WriteRegister] <= WriteData;
        end
    end
    always @(*) begin
        ReadData1 = registers[ReadRegister1];
        ReadData2 = registers[ReadRegister2];
    end
endmodule

===== /design/flow/run.sh =====
#!/bin/bash
# OpenROAD 26Q1-2900-gdf79404cd8, Yosys 0.63+post, stock flow scripts
make -C /OpenROAD-flow-scripts/flow DESIGN_CONFIG=/design/flow/config.mk WORK_HOME=/design/flow/orfs finish

==> results.toml <==
# yosys + openroad results
[status]
status = "completed"

[power_and_ir_drop]
power.ir.vdd_worst_mv = 0.198
intPower_w = 0.0115
pwr-share-comb_pct = 9.4
power.switching_w = 0.00343
netSwitchingFraction_pct = 23.0
power_leakage_nw = 20.5
p_total_w = 0.0149
power_per_cell_area_mw_per_mm2 = 267
power.share.clock_pct = 40.4
pwr-share-seq_pct = 50.2

[detailed_routing]
drt-pass1-iter-count = 5
vias = 30923
drt-vias-per-instance = 5.91
routed_length_on_met2_mm = 69.9
route.detailed.wl_per_inst_um = 28.9
topRoutingLayerUsed = "met5"
detailroute.wirelength.met3_mm = 21.4
drtIter0Drc = 1931
wl_mm = 151
drtAntennaViolNets = 0
met1_layer_wirelength_in_the_final_routing_mm = 54.1
drt_drc_violations_left = 0

[global_routing]
grt_usage_pct = 26.4
antenna_found_initial = 5
grt_pass1_wl_mm = 217
grt_pass1_vias = 32015
pin_count_of_the_biggest_net_entering_global_routing = 66
grt_overflow_total = 0

[timing]
setup_viol = 0
worst-slew-pin-transition_ps = 872
fin_tns_setup_ps = 0
hold_viol = 0
max_freq_ghz = 0.179
setup_ws_ps = 807
final_max_slew_violation_count = 0
final.period_utilization_pct = 87.4
post-route-min-period_ps = 5590
final.hold.worst_slack_ps = 1430
worst_slew_margin_relative_to_its_limit_pct = 41.7
grt_setup_unrepaired = "no"

[cells_and_area]
layout_cells_sized_above_1_pct = 10.4
area_growth_pct = 14.6
largest_register_ffs = 1024
final_util_pct = 46.4
lay_top_cells = "sky130_fd_sc_hd__mux2i_1 (1024), sky130_fd_sc_hd__edfxtp_1 (1024), sky130_fd_sc_hd__nand3_1 (194)"
biggestRegsByFlops = "registers: 1024 flops"
register_containing_the_most_flip_flops_in_the_final_layout = "registers"

[die]
core_util_floorplan_pct = 40.5
die_area_mm2 = 0.123
top_level_ports = 113
num_rows = 127
core_region_area_mm2 = 0.120
dieHeight_um = 351
floorplan.die.width_um = 351

[worst_setup_path]
worst_setup_path_start_kind = "input pin"
criticalPathCategory = "in -> out"
worstPathArrival_ps = 4310
timing.critical_path.to_type = "primary output"
critical_path_peak_fanout = 34
crit_required_ps = 5120

[yosys]
synth_flops = 1024
post_synth_mux_area_share_pct = 21.0
yosys_warnings = 1
simple_gate_share_pct = 4.71
syn-cell-area_mm2 = 0.0488
synth.yosys.seq_area_share_pct = 63.0
syn-instance-count = 3386
yosys.area_share.adder_pct = 0
synthAoiAreaFrac_pct = 8.04
synth.yosys.num_cells = 3386
count_of_different_cell_masters_after_synthesis = 23
postSynthAreaPerCell_um2 = 14.4
yosys-stat-area_mm2 = 0.0488
post_synth_main_logic_family = "multiplexers"
xor_share_pct = 0

[clock_network]
clock_tree_root = "sky130_fd_sc_hd__clkbuf_16"
cts_post_setup_buffers_inserted = 0
max-clock-path-buffers = 3
tritoncts_clock_tree = "yes"
h-tree-depth = 3
cts.repair.resized = 0
cts.hold.buffers_added = 0
clkSlewWorstSetupHoldPaths_ps = 60
cts.sink_count = 1024
cts_inserted_buffers = 106

[place]
numPortBuffers = 112
place_ws_ps = 808
dp_hpwl_mm = 87.6
globalplace.congestion = 0.884

[min_path]
worst_hold_path_type = "in -> reg"
min_path_cells = 2

[job]
log.warning_count = 26
max_capacitance_violation_count = 0
-- critical path, cell delays in order --
cell,delay (ps)
sky130_fd_sc_hd__clkdlybuf4s50_1,650
sky130_fd_sc_hd__nor2b_4,640
sky130_fd_sc_hd__buf_4,560
sky130_fd_sc_hd__a22o_1,210
sky130_fd_sc_hd__nor3_1,50
sky130_fd_sc_hd__a31oi_1,270
sky130_fd_sc_hd__nand3_1,170
sky130_fd_sc_hd__clkdlybuf4s50_1,430
-- per-stage QoR --
| step | area (µm²) | instances |
|---|---|---|
| after floorplan | 48800 | 3386 |
| after global placement | 52500 | 5035 |
| after detailed placement | 52500 | 5035 |
| after CTS | 55900 | 5227 |
| after global routing | 55900 | 5227 |
| final | 55900 | 5228 |
-- final cells by class --
| class | count | area [µm²] |
|---|---|---|
| diodes | 1 | 2.50 |
| clock inverters | 63 | 553 |
| multi-input cells | 2109 | 16800 |
| fillers | 10412 | 64600 |
| clock buffers | 129 | 2800 |
| repair buffers | 290 | 2990 |
| well taps | 1612 | 2020 |
| flip-flops and latches | 1024 | 30700 |
-- cell families after synthesis --
group / Yosys count
multiplexers: 1024
AND-OR/OR-AND: 576
AND/OR/NAND/NOR: 509
flip-flops: 1024
buffers and inverters: 253
-- power by group through the flow --
stage         combinational [W]  clock [W]  sequential [W]
CTS                     0.00140    0.00611         0.00749
global route            0.00150    0.00635         0.00750
finish                  0.00141    0.00603         0.00749
-- metal layers --
layer,vias to the layer above,track usage (%)
met5,-,0.353
met4,8,7.59
met3,307,15.7
met2,1640,39.3
met1,15277,33.4
li1,13691,-
-- synthesized netlist by cell type --
cell                       number  area share, %
sky130_fd_sc_hd__clkbuf_4       4          0.062
sky130_fd_sc_hd__edfxtp_1    1024             63
sky130_fd_sc_hd__a22oi_1      192            3.0
sky130_fd_sc_hd__or3b_2         3          0.054
sky130_fd_sc_hd__mux2i_1     1024             21
sky130_fd_sc_hd__and2_1         2          0.026
sky130_fd_sc_hd__a21oi_1      192            2.0
sky130_fd_sc_hd__or2_2          2          0.026
sky130_fd_sc_hd__buf_2         70           0.72
sky130_fd_sc_hd__or3_1          1          0.013
sky130_fd_sc_hd__nor3_1        64           0.66
sky130_fd_sc_hd__nand3_1      194            2.0
sky130_fd_sc_hd__a22o_1       128            2.3
sky130_fd_sc_hd__nand3b_1       5          0.077
sky130_fd_sc_hd__buf_6         45            1.0
sky130_fd_sc_hd__nand2b_1       4          0.051
sky130_fd_sc_hd__buf_4         47           0.72
sky130_fd_sc_hd__nor2_1        35           0.27
sky130_fd_sc_hd__nor2b_1        4          0.051
sky130_fd_sc_hd__clkbuf_1      86           0.66
sky130_fd_sc_hd__nand2_1      195            1.5
sky130_fd_sc_hd__buf_1          1         0.0077
sky130_fd_sc_hd__a31oi_1       64           0.82
-- final timing paths --
path / from / end / slack (ps)
setup / recovery: ReadRegister1[2] / ReadData1[4] / 810
hold / removal: WriteData[3] / registers[31][3]$_DFFE_PP_ / 1430
Power is estimated from default activity; no workload was simulated.
