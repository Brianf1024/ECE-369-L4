File: design.v
`timescale 1ns / 1ps
module InstructionMemory(Address, Instruction); 
    input [31:0] Address;         
    output reg [31:0] Instruction;     
    reg [31:0] memory [0:127];
    integer i;
    initial begin
        for (i = 0; i < 128; i = i + 1) begin
            memory[i] = i * 3;
        end
    end
    always @(*) begin
        Instruction <= memory[Address[8:2]];
    end
endmodule
File: run.sh
#!/bin/bash
# OpenROAD 26Q1-2900-gdf79404cd8, Yosys 0.63+post, stock flow scripts
make -C /OpenROAD-flow-scripts/flow DESIGN_CONFIG=/design/flow/config.mk WORK_HOME=/design/flow/orfs finish
File: config.mk
export PLATFORM = sky130hd
export DESIGN_NAME = InstructionMemory
export DESIGN_NICKNAME = InstructionMemory
export VERILOG_FILES = /design/flow/design.v
export SDC_FILE = /design/flow/constraint.sdc
export NUM_CORES = 4
export LEC_CHECK = 1
export CORE_AREA = 10 10 70 70
export DIE_AREA = 0 0 80 80
File: constraint.sdc
current_design InstructionMemory

set clk_period 1.2
set clk_io_pct 0.2

create_clock -name clk0 -period $clk_period

set non_clock_inputs [all_inputs -no_clocks]
set_input_delay [expr $clk_period * $clk_io_pct] -clock clk0 $non_clock_inputs
set_output_delay [expr $clk_period * $clk_io_pct] -clock clk0 [all_outputs]
==> flow_metrics.env <==
# source this file to load flow results
export IMPL_pre_cts_ws_ns=-1.00
export IMPL_setup_violations=8
export IMPL_total_power_uw=213
export IMPL_drv_slew=0
export IMPL_rows=21
export IMPL_place_congestion=0.708
export IMPL_comb_area_um2=385
export IMPL_cts_hold_buffers=0
export IMPL_synth_stat_cells=67
export IMPL_hpwl_mm=1.10
export IMPL_yosysChipArea_um2=475
export IMPL_hold_depth=3
export IMPL_seqPwrFrac_pct=0
export IMPL_required_ns=0.96
export IMPL_timing_final_hold_violations=0
export IMPL_yosys_stat_seqShare_pct=0
export IMPL_syn_area_per_cell_um2=7.10
export IMPL_antenna_cells=0
export IMPL_p_clk_share_pct=0
export IMPL_grt_pass1_vias=466
export IMPL_fp_coreArea_mm2=0.00342
export IMPL_numPlacedInstances=136
export IMPL_ff_count=0
export IMPL_outcome="finished with violations"
export IMPL_path_cells="buf_6 -> buf_6 -> ha_4 -> o21a_1 -> buf_4 -> o21ai_2 -> o21ai_1 -> buf_2"
export IMPL_worstSetupEndpointType="output port"
export IMPL_internal_power_uw=126
export IMPL_die_h_um=80
export IMPL_track_usage_pct=3.95
export IMPL_power_net_switching_uw=87.0
export IMPL_fin_crit_sh_pct=121
export IMPL_grt_pass1_wl_mm=2.17
export IMPL_antenna_found_initial=0
export IMPL_drt_pass1_iter_count=4
export IMPL_cp_slowest_stage_delay_ns=0.18
export IMPL_hold_path_class="in2out"
export IMPL_synth_area_um2=475
export IMPL_fp_util_pct=13.9
export IMPL_dr_wl_met3_um=133
export IMPL_critPathSlowestCell="o21a_1"
export IMPL_max_freq_ghz=0.686
export IMPL_fin_cells=142
export IMPL_ff_latch_area_um2=0
export IMPL_power_frac_comb_pct=100.0
export IMPL_crit_arrival_ns=1.22
export IMPL_gr_total_overflow=0
export IMPL_power_density_mw_per_mm2=284
export IMPL_filler_cell_count=387
export IMPL_drive_gt1_share_pct=42.7
export IMPL_crit_top_cell="buf_6"
export IMPL_wl_mm=1.32
export IMPL_area_delta_synth_final_pct=57.4
export IMPL_ios=64
export IMPL_dieWidth_um=80
export IMPL_drtAntennaViolNets=0
export IMPL_cap_violations=0
export IMPL_dr_total_vias=456
export IMPL_drtIter0Drc=18
export IMPL_yosysWarningCount=1
export IMPL_final_layout_top_logic_cells="conb_1 (23), buf_6 (10), buf_4 (10), buf_2 (9)"
export IMPL_wl_met1_um=554
export IMPL_lay_top_count="conb_1"
export IMPL_drc=0
export IMPL_cp_max_fo=3
export IMPL_fin_ws_ns=-0.257
export IMPL_swShare_pct=40.9
export IMPL_routed_wl_met2_um=634
export IMPL_warnings=62
export IMPL_avgRoutedWirePerCell_um=9.32
export IMPL_die_area_mm2=0.00640
export IMPL_crit_type="in2out"
export IMPL_highest_layer="met3"
export IMPL_syn_inst=67
export IMPL_fin_crit_ns=1.46
export IMPL_p_leak_nw=0.381
export IMPL_synth_cell_types=20
export IMPL_start_kind="input port"
export IMPL_rsz0062_at_grt="yes"
export IMPL_ir_worst_vdd_uv=115
export IMPL_grt_max_degree=8
export IMPL_nClkBuffers=0
export IMPL_violations="negative setup slack"
export IMPL_avgViaCountPerCell=3.21
export IMPL_io_buffers=16
==> per-layer routing <==
layer	track usage, %	up-vias
li1	-	232
met1	5.01	203
met2	6.66	21
met3	1.36	0
met4	0	0
met5	0	-
==> area by class of cell <==
class	instances	share of cell area (%)
timing repair buffer	34	37.5
inverter	6	3.34
tap	46	7.69
multi-input combinational	56	51.5
==> worst max-delay path, delay by kind of cell <==
| family | cells | cell delay (ns) |
|---|---|---|
| buffers and inverters | 4 | 0.46 |
| AND-OR/OR-AND | 3 | 0.36 |
| adder cells (fa/ha/maj) | 1 | 0.15 |
==> cells in the mapped netlist (2+ instances only) <==
cell,number,area [µm²]
o21ai_1,3,15.0
nor2b_1,2,12.5
buf_4,26,195
o21a_1,2,15.0
nand2_1,2,7.51
nor3_1,2,10.0
ha_1,4,50.1
xnor2_1,2,17.5
mux2i_1,3,30.0
o21ai_0,5,25.0
inv_1,6,22.5
o211ai_1,2,15.0
==> timing repair <==
action / 4_1_cts / 5_1_grt
pin swaps: 9 / 6
endpoints found under the setup margin: 9 / 8
gates resized: 64 / 5
buffers inserted: 6 / 1
==> metrics by stage <==
step	util, %	setup TNS (ns)	hold slack (ns)	instance area (µm²)
floorplan	-	0	0.511	558
global placement	19.3	-7.38	1.46	659
detailed placement	19.3	-7.37	1.46	659
CTS	21.5	-1.71	0.920	736
global route	21.9	-1.87	0.908	748
finish	21.9	-1.38	0.844	748
==> logic make-up (layout without fill, tap and decap cells) <==
| logic type | Yosys count | count (layout) | synth area share (%) |
|---|---|---|---|
| compound gates | 16 | 16 | 21.0 |
| xor+xnor | 2 | 2 | 3.68 |
| fa+ha+maj | 4 | 4 | 10.5 |
| buf+inv | 33 | 40 | 48.2 |
| mux | 3 | 3 | 6.32 |
| other cells | 1 | 23 | 0.789 |
| simple gates | 8 | 8 | 9.48 |
==> power by group through the flow <==
stage / Sequential (mW) / Clock [mW] / Combinational (mW)
4_1_cts: 0 / 0 / 0.213
5_1_grt: 0 / 0 / 0.243
6_report: 0 / 0 / 0.213
==> worst paths after layout <==
check,to,slack [ns],start
setup / recovery,Instruction[7],-0.26,Address[3]
hold / removal,Instruction[7],0.84,Address[8]
Power and IR drop assume default switching activity.
